## flow/design.v

```verilog
module lemmings(
    input clk,
    input areset,     
    input bump_left,
    input bump_right,
    input ground,
    input dig,
    output walk_left,
    output walk_right,
    output aaah,
    output digging ); 
    parameter L=3'd0, R=3'd1, F_L=3'd2, F_R=3'd3, D_L=3'd4, D_R=3'd5, SP=3'd6, D=3'd7;
    reg [2:0] state, next_state;
    reg [31:0] count;
    wire [31:0] next_count;
    wire en; 
    always @(*) begin
        case ( state )
            L		:	next_state = ground ? ( dig ? D_L : ( bump_left ? R : L ) ) : F_L;
            R		:	next_state = ground ? ( dig ? D_R : ( bump_right ? L : R ) ) : F_R;
            F_L		:	next_state = ground ? L : ( ( count == 32'd19 ) ? SP : F_L );
            F_R		:	next_state = ground ? R : ( ( count == 32'd19 ) ? SP : F_R );
            D_L		:	next_state = ground ? D_L : F_L;
            D_R		:	next_state = ground ? D_R : F_R;
            SP		:	next_state = ground ? D : SP;
            D		:	next_state = D;
            default	:	next_state = L;
        endcase
    end
    assign en = ( ( ( state == F_L ) | ( state == F_R ) ) & ~ground );
    assign next_count = ( en ? ( count + 1 ) : 32'b0 );
    always @(posedge clk, posedge areset) begin
        if (areset) begin
            state <= L;
            count <= 32'b0;
        end
        else begin
            state <= next_state;
            count <= next_count;
        end
    end
    assign walk_left	=	( state == L );
    assign walk_right	=	( state == R );
    assign aaah		=	( state == F_L ) | ( state == F_R ) | ( state == SP );
    assign digging		=	( state == D_L ) | ( state == D_R );
endmodule
```

## flow/run.sh

```bash
#!/bin/bash
# OpenROAD 26Q1-2900-gdf79404cd8, Yosys 0.63+post, stock flow scripts
make -C /OpenROAD-flow-scripts/flow DESIGN_CONFIG=/design/flow/config.mk WORK_HOME=/design/flow/orfs finish
```

## flow/config.mk

```make
export PLATFORM = sky130hd
export DESIGN_NAME = lemmings
export DESIGN_NICKNAME = lemmings
export VERILOG_FILES = /design/flow/design.v
export SDC_FILE = /design/flow/constraint.sdc
export NUM_CORES = 4
export LEC_CHECK = 1
export CORE_UTILIZATION = 40
```

## flow/constraint.sdc

```tcl
current_design lemmings

set clk_period 6.6
set clk_io_pct 0.2

create_clock -name clk0 -period $clk_period [get_ports {clk}]

set non_clock_inputs [all_inputs -no_clocks]
set_input_delay [expr $clk_period * $clk_io_pct] -clock clk0 $non_clock_inputs
set_output_delay [expr $clk_period * $clk_io_pct] -clock clk0 [all_outputs]
```

==> flow_metrics.env <==
# source this file to load flow results
export IMPL_cp_required_ps=5280
export IMPL_grt_usage=0.1704
export IMPL_fmax_mhz=357.7
export IMPL_gr_total_overflow=0
export IMPL_dpl_hpwl_mm=2.498
export IMPL_yosysWarnings=1
export IMPL_setup_viol=0
export IMPL_n_antenna_cell=0
export IMPL_max_slew_worst_pin_slew_ps=717.7
export IMPL_cts_root_buffer="clkbuf_8"
export IMPL_core_area_mm2=0.004817
export IMPL_drv_slew=0
export IMPL_fin_crit_sh=0.4236
export IMPL_postSynthAreaPerCell_um2=9.716
export IMPL_grt_max_degree=40
export IMPL_firstDrtPassIters=4
export IMPL_period_needed_ps=2796
export IMPL_tool_warnings=25
export IMPL_startpoint_type="flip-flop"
export IMPL_hold_violations=0
export IMPL_tns_ps=0
export IMPL_ant_nets=0
export IMPL_regArea_um2=977.2
export IMPL_fp_util=0.4216
export IMPL_slowest_delay_ps=420
export IMPL_slew_headroom=0.5202
export IMPL_cts_tree="built"
export IMPL_cts_made_buffers=5
export IMPL_rsz0062_at_grt="false"
export IMPL_post_cts_buffers=0
export IMPL_critical_path_class="reg2out"
export IMPL_antenna_found_initial=0
export IMPL_seqPwrFrac=0.557
export IMPL_htreeDepth=2
export IMPL_ys_area_mm2=0.002031
export IMPL_holdWs_ps=486.4
export IMPL_place_gp_congestion=0.7767
export IMPL_netlist_area_mm2=0.002031
export IMPL_clk_latency_ps=290
export IMPL_hold_buffers=0
export IMPL_logic_area_um2=999.7
export IMPL_critPathArrivalTime_ps=1480
export IMPL_clock_sinks=39
export IMPL_grt_pass1_vias=1432
export IMPL_ys_cells=209
export IMPL_path_cells="or3_1, clkdlybuf4s50_1"
export IMPL_drv_cap=0
export IMPL_routedWlPerCell_um=13.26
export IMPL_synth_seq_share=0.4812
export IMPL_vdd_drop_max_mv=0.09981
export IMPL_pwr_share_comb=0.068
export IMPL_drive_gt1_frac=0.1176
export IMPL_yosysUniqueCellTypes=33
export IMPL_drt_iter0_drc=68
export IMPL_nFillCells=476
export IMPL_fp_row_count=25
export IMPL_drt_drc_violations_left=0
export IMPL_p_clk_frac=0.375
export IMPL_area_growth_syn_to_layout_pct=12.45
export IMPL_io_buffers=9
export IMPL_cp_max_fo=4
export IMPL_leakage_uw=0.0008300
export IMPL_fp_dieW_um=73.25
export IMPL_holdCritPathClass="reg2reg"
export IMPL_grt_pass1_wl_mm=6.858
export IMPL_via_count=1455
export IMPL_fin_cells=288
export IMPL_cts_max_path_buffers=2
export IMPL_crit_slowest_cell="dfrtp_1"
export IMPL_dp_cells=280
export IMPL_switching_share=0.2315
export IMPL_synth_cells=209
export IMPL_via_per_inst=5.052
export IMPL_p_switching_uw=102.9
export IMPL_status="completed"
export IMPL_dieHeight_um=73.25
export IMPL_dieArea_mm2=0.005366
export IMPL_ys_flops=39
export IMPL_finalClockSkew_ps=10.86
export IMPL_p_int_uw=341.5
export IMPL_power_total_uw=444.4
export IMPL_endpoint_kind="primary output"
export IMPL_p_per_area_mw_per_mm2=194.6
export IMPL_utilization=0.4740
export IMPL_drt_wl_total_mm=3.820
export IMPL_io_pins=10
export IMPL_cts_reportedPaths_clkPinSlew_ps=80
export IMPL_ctsResizeCount=0
final timing paths:
check | startpoint | end | slack (ps) | cells after the start
max | state[6]$_DFF_PP0_ | aaah | 3800 | 2
min | count[0]$_DFF_PP0_ | count[0]$_DFF_PP0_ | 490 | 1
max reg2reg | count[4]$_DFF_PP0_ | count[13]$_DFF_PP0_ | 4680 | 5
min reg2reg | count[0]$_DFF_PP0_ | count[0]$_DFF_PP0_ | 490 | 1
max in group asynchronous | areset | state[0]$_DFF_PP1_ | 4790 | 3
min in group asynchronous | areset | count[6]$_DFF_PP0_ | 1440 | 3
placed cells by master, fill, tap and decap left out, types with 2 or more instances in the layout:
master | Yosys | routed
a21oi_1 | 9 | 9
and3_1 | 3 | 3
and4_1 | 2 | 2
buf_4 | 1 | 2
clkbuf_8 | 0 | 6
clkdlybuf4s50_1 | 0 | 9
dfrtp_1 | 38 | 38
inv_1 | 7 | 7
nand2_1 | 13 | 13
nand2b_1 | 5 | 5
nand3_1 | 9 | 9
nand4_1 | 9 | 9
nor2_1 | 33 | 33
nor2b_1 | 3 | 3
nor3_1 | 8 | 8
nor4_1 | 7 | 7
nor4_2 | 10 | 10
o21a_1 | 2 | 2
o21ai_0 | 3 | 3
or3_1 | 4 | 4
xnor2_1 | 20 | 20
xor2_1 | 7 | 7
per-layer routing:
metal  track usage  routed length (µm)  vias to the layer above
li1              -                   -                      746
met1        0.2750                1991                      684
met2        0.2572                1648                       17
met3       0.02774                 107                        8
met4       0.02832                  73                        0
met5             0                   0                        -
cell families (layout without fill, tap and decap cells):
group / count (synthesis) / count (layout) / synth area share
flops: 39 / 39 / 0.4812
fa+ha+maj: 1 / 1 / 0.006160
simple gates: 112 / 112 / 0.3229
buf+inv: 14 / 26 / 0.02834
compound gates: 16 / 16 / 0.04497
xor+xnor: 27 / 27 / 0.1165
synthesized netlist by cell type (all sizes together):
cell,number,area share
buf,3,0.0080
and3,3,0.0092
and2,1,0.0031
nor2b,3,0.0092
nand2,13,0.024
clkbuf,4,0.0074
o21bai,1,0.0037
nand2b,5,0.015
o21ai,3,0.0074
a31o,1,0.0043
nor3,8,0.020
and4,3,0.014
or2,2,0.0062
nand4,10,0.038
nor2,33,0.061
inv,7,0.013
nand3,10,0.027
xor2,7,0.030
a21oi,9,0.022
dfrtp,38,0.47
xnor2,20,0.086
or3,4,0.012
ha,1,0.0062
o21a,2,0.0074
nor4,17,0.083
dfstp,1,0.013
power groups by stage:
stage         clock, µW  sequential (µW)  combinational (µW)
CTS                 173              248                31.5
global route        182              248                34.8
finish              166              247                30.4
registers in the layout, summed over array words and instances, names as in the netlist:
| signal | flops |
|---|---|
| count | 32 |
| state | 7 |
per-stage QoR:
stage / setup WS (ps) / cell area [µm²]
2_1_floorplan: 4392 / 2031
3_3_place_gp: 3826 / 2192
3_5_place_dp: 3821 / 2192
4_1_cts: 3777 / 2283
5_1_grt: 3743 / 2283
6_report: 3804 / 2283
critical path: cells and delay by family, from the launching register on:
family                 cells  cell delay (ps)
flip-flops                 1              420
buffers and inverters      1              400
AND/OR/NAND/NOR            1              370
cell type report:
type	count	area share
sequential	39	0.4279
multi-input combinational	156	0.4378
tap	67	0.03671
inverter	7	0.01151
clock inverter	1	0.002192
timing repair buffer	11	0.04603
clock buffer	7	0.03781
No activity file was given, so power comes from the tool's default toggle rates.
